<file path="./config.mk">
export PLATFORM = sky130hd
export DESIGN_NAME = SIMON_decrypt_cipher_core
export DESIGN_NICKNAME = SIMON_decrypt_cipher_core
export VERILOG_FILES = /design/flow/design.v
export SDC_FILE = /design/flow/constraint.sdc
export NUM_CORES = 4
export LEC_CHECK = 1
export CORE_UTILIZATION = 40
</file>
<file path="./constraint.sdc">
current_design SIMON_decrypt_cipher_core

set clk_period 42.8
set clk_io_pct 0.2

create_clock -name clk0 -period $clk_period [get_ports {clk}]

set non_clock_inputs [all_inputs -no_clocks]
set_input_delay [expr $clk_period * $clk_io_pct] -clock clk0 $non_clock_inputs
set_output_delay [expr $clk_period * $clk_io_pct] -clock clk0 [all_outputs]
</file>
<file path="./design.v">
`timescale 1ns / 1ps
module SIMON_decrypt_cipher_core (
  input  logic clk,        
  input  logic rst,     
  input  logic load,        
  input  logic [63:0]   key,         
  input  logic [4:0]     count,   
  input logic [31:0] plaintext,
  output [31:0] ciphertext    
);
  localparam rounds = 32;
  reg [31:0][15:0] keys;
  reg [31:0] states;
  wire [31:0] next_state;
  always @ (posedge clk) begin
    if (!rst) begin
      keys[3:0] <= '0;
      states <= '0;
    end else begin
      if (load) begin
        states <= plaintext;
        keys[0] <= key[15:0];
        keys[1] <= key[31:16];
        keys[2] <= key[47:32];
        keys[3] <= key[63:48]; 
      end else begin
        states <= next_state;
      end
    end
  end
  generate
    genvar i;
    for(i=0;i<rounds-4;i++)begin
      key_schedule sec_i(
        .round_counter (i),               
        .input_key        ({keys[i+3],keys[i+2],keys[i+1],keys[i]}),
        .next_key       (keys[i+4])
        );   
    end
  endgenerate
  localparam x = 1;
  logic [31:0][15:0] reversed_keys;
  generate for(genvar i=0; i<32; i++) assign reversed_keys[i]=keys[32-i-1]; endgenerate
  pipe_section sec(            
    .key_in        (reversed_keys[(count*x)+:x]),
    .state_in      (states),
    .state_out     (next_state)
  );  
  assign ciphertext = next_state;
endmodule
`timescale 1ns / 1ps
module key_schedule (
  input  logic [3:0][15:0] input_key,
  output logic [15:0] next_key,
  input  logic [4:0]   round_counter
);
  reg [15:0] temp, temp2;
  localparam z = 62'b01100111000011010100100010111110110011100001101010010001011111;
  localparam c = 64'hfffffffffffffffc;
  assign temp = {input_key[3][2:0],input_key[3][15:3]} ^ input_key[1];
  assign temp2 = temp ^ {temp[0],temp[15:1]};
  assign next_key = temp2 ^ input_key[0] ^ (z[round_counter] & 1) ^c;
endmodule
`timescale 1ns / 1ps
module pipe_section 
#(
parameter mixed_size = 8)
(
  input  logic [mixed_size-1:0][15:0] key_in,
  input  logic [31:0]  state_in,
  output logic [31:0]  state_out
);
  wire [mixed_size:0][31:0] intermediate_state;
  assign intermediate_state[0] = state_in;
  generate
    genvar i;
    for(i=0;i<mixed_size;i++)begin
       round_function round_function_i (
         .input_text(intermediate_state[i]),
         .round_key(key_in[i]),
         .output_text(intermediate_state[i+1])
  ); 
    end
  endgenerate
  assign state_out = intermediate_state[mixed_size];
endmodule
`timescale 1ns / 1ps
module round_function (
  input  logic [31:0] input_text,
  input logic [15:0] round_key,
  output logic [31:0] output_text
);
    assign output_text = 	{(({input_text[30:16],input_text[31]} & 		 
                       {input_text[23:16],input_text[31:24]}) ^ 
                      input_text[15:0] ^ 
                      {input_text[29:16],input_text[31:30]} ^ 
                      round_key),
                     input_text[31:16]};
endmodule
</file>
<file path="./run.sh">
#!/bin/bash
# OpenROAD 26Q1-2900-gdf79404cd8, Yosys 0.63+post, stock flow scripts
make -C /OpenROAD-flow-scripts/flow DESIGN_CONFIG=/design/flow/config.mk WORK_HOME=/design/flow/orfs finish
</file>
==> results.py <==
# Generated from Yosys and OpenROAD reports
metrics = {
    "route": {
        "wl_per_cell_um": 32.9,
        "drtAntennaViolNets": 0,
        "drt_iter0_drc": 1950,
        "drc": 0,
        "dr.pass1.iters": 7,
        "vias": 27800,
        "diodes": 0,
        "vias_per_cell": 5.64,
        "routed_wl_um": 162000,
    },
    "layout": {
        "fillers": 9695,
        "syn_to_final_growth_pct": 7.68,
        "drive_gt1_share_pct": 11.0,
        "post-route-util_pct": 43.7,
    },
    "worst_setup_path": {
        "worstSetupPathType": "reg2out",
        "reg2reg_setup_slack_ns": 21.81,
        "critPathTopFamily": "XOR/XNOR gates",
        "worst_path_largest_cell_delay_ns": 0.95,
        "critical_path_required_ns": 34.24,
        "cp-start-kind": "flip-flop",
        "critPathArrivalTime_ns": 21.43,
        "path_buffers": 2,
        "slowest_stage": "xnor2_1",
        "crit_top_cell": "xnor3_1",
        "critPathMaxFanout": 11,
        "end_kind": "primary output",
    },
    "clocking": {
        "post_cts_buffers": 0,
        "clkLatencyLatePin_ns": 0.37,
        "root_buffer": "clkbuf_16",
        "htreeDepth": 3,
        "cts_resized": 0,
        "cts_buffers": 9,
        "cts_buffer_depth": 2,
        "cts_sinks": 96,
        "cts_hold_buffers": 0,
        "tritoncts": "done",
        "path_clk_slew_ns": 0.07,
    },
    "grt": {
        "grt_pass1_vias": 28700,
        "grt_first_pass_wirelength_um": 226000,
        "antenna_found_initial": 2,
        "grt_max_degree": 85,
        "grt_usage_pct": 31.9,
        "overflow": 0,
    },
    "timing": {
        "hold_viol": 0,
        "skew_ns": 0.00695,
        "whs_ns": 0.541,
        "final-setup-viol-count": 0,
        "period_used_pct": 70.1,
        "fin_crit_ns": 29.99,
        "rsz0062_at_grt": "false",
        "fmax_mhz": 33.3,
        "drv_slew": 0,
        "relSlewSlack_pct": 21.3,
        "tns_ns": 0,
        "tightest_slew_ns": 1.18,
    },
    "floorplan": {
        "rows": 118,
        "pin_count": 136,
        "core_area_um2": 104000,
        "die_y_um": 327,
        "fp_util_pct": 40.6,
        "fp.dieW_um": 327,
        "chipArea_um2": 107000,
    },
    "logic_synthesis": {
        "mux_area_share_pct": 7.14,
        "flop_cell": "dfxtp_1",
        "ys_sh_adder_pct": 0,
        "yosys_area_um2": 42300,
        "synth_seq_share_pct": 4.54,
        "top_cell_area_share_pct": 36.4,
        "ys_sh_aoi_pct": 4.72,
        "mappedNetlistArea_um2": 42300,
        "edf_count": 0,
        "yosys_cells": 3481,
        "yosys_warnings": 32,
        "synth.distinct_cells": 79,
        "xor_share_pct": 76.1,
        "logic_family": "XOR/XNOR gates",
        "ys_ff": 96,
        "synthArstFlopShare_pct": 0,
        "synth.avg_cell_area_um2": 12.2,
        "yosys.area_share.simple_pct": 5.39,
        "largest_area_cell": "xnor3_1",
        "area_leaders": "xnor3_1, xnor2_1, xor2_1",
        "syn-instance-count": 3481,
    },
    "run_status": {
        "status": "finished, final reports clean",
    },
    "job": {
        "openroad.warnings": 25,
        "maxCapViolations": 0,
    },
    "hold_path": {
        "hold_path.class": "reg2reg",
    },
    "place": {
        "hpwl_um": 136000,
        "io_buffers": 135,
        "place_congestion": 1.05,
    },
}
flip-flops by register name (all words and copies together) (netlist names):
name	count
states	32
keys	64
cell type report:
class                           instances  area (um^2)  area share [%]
Tap cell                             1380         1730            3.79
Clock inverter                          5         58.8           0.129
Clock buffer                           10          229           0.503
Inverter                               59          225           0.494
Sequential cell                        96         1920            4.22
Timing Repair Buffer                  210         1920            4.22
Multi-Input combinational cell       3168        39500            86.6
metal layers:
metal,vias up,track usage (%),wire [um]
met5,-,0.976,140
met4,4,8.85,6060
met3,235,16.9,21700
met2,1523,46.0,71300
met1,13800,43.0,63000
li1,12300,-,-
kinds of logic after synthesis:
logic type      Yosys count
xor+xnor               2173
mux                     189
buf+inv                 217
compound gates          300
flops                    96
simple gates            506
synthesized netlist by cell type (55+ instances only):
cell        n
mux2i_1    95
xor2_1    321
xnor2_2    78
nor2_1    195
xnor2_1   874
mux4_2     90
inv_1      59
nand2_1   162
xnor3_2    55
dfxtp_1    96
xor3_1    110
o21ai_0    70
a21oi_1    73
xnor3_1   684
clkbuf_1   86
through the flow:
| step | instance area, um^2 | cells | setup slack (ns) |
|---|---|---|---|
| final | 45600 | 4928 | 12.81 |
| after global routing | 45600 | 4928 | 12.21 |
| after CTS | 45600 | 4928 | 13.16 |
| after detailed placement | 45300 | 4913 | 13.66 |
| after global placement | 45300 | 4913 | 13.40 |
| after floorplan | 42300 | 3481 | 18.58 |
worst paths after layout:
path	from	end	cells past startpoint
worst max-delay path	keys[56]	ciphertext[23]	41
worst min-delay path	keys[10]	keys[10]	2
worst max register to register	keys[56]	states[17]	43
worst min register to register	keys[10]	keys[10]	2
worst min-delay path, stage by stage (launching register included):
cell and delay [ns]:
dfxtp_1 0.36, mux2i_1 0.08, nor2_1 0.07
cell usage in the layout (no fill, tap or decap), types with 13 or more instances in the layout:
cell type,synthesis,routed
xnor3_2,55,55
clkdlybuf4s50_1,0,130
a211oi_1,17,17
xor2_1,321,321
a31oi_1,15,15
mux4_2,90,90
dfxtp_1,96,96
mux2i_1,95,95
nor3_1,18,18
nand2_1,162,162
and2_1,17,17
xor3_2,14,14
xor2_2,22,22
xnor2_2,78,78
xnor2_1,874,874
xnor3_1,684,684
o21ai_0,70,70
nand2b_1,13,13
inv_1,59,56
nor2_1,195,195
nand3_1,20,20
buf_4,13,76
and3_1,13,13
a21oi_1,73,73
xor3_1,110,110
o211ai_1,19,19
