$ cat constraint.sdc
current_design round

set clk_period 1.0
set clk_io_pct 0.2

create_clock -name clk0 -period $clk_period

set non_clock_inputs [all_inputs -no_clocks]
set_input_delay [expr $clk_period * $clk_io_pct] -clock clk0 $non_clock_inputs
set_output_delay [expr $clk_period * $clk_io_pct] -clock clk0 [all_outputs]
$ cat config.mk
export PLATFORM = sky130hd
export DESIGN_NAME = round
export DESIGN_NICKNAME = round
export VERILOG_FILES = /design/flow/design.v
export SDC_FILE = /design/flow/constraint.sdc
export NUM_CORES = 4
export LEC_CHECK = 1
export CORE_AREA = 10 10 70 70
export DIE_AREA = 0 0 80 80
$ cat run.sh
#!/bin/bash
# OpenROAD 26Q1-2900-gdf79404cd8, Yosys 0.63+post, stock flow scripts
make -C /OpenROAD-flow-scripts/flow DESIGN_CONFIG=/design/flow/config.mk WORK_HOME=/design/flow/orfs finish
$ cat design.v
`timescale 1ns / 1ps
module round (
  input  logic [31:0] input_text, 
  input logic [15:0] round_key,
  output logic [31:0] output_text
);
  assign output_text = 	{input_text[15:0],(({input_text[14:0],input_text[15]} & 		 
                           {input_text[7:0],input_text[15:8]}) ^ 
                          input_text[31:16] ^ 
                          {input_text[13:0],input_text[15:14]} ^ 
                      round_key)
                         };
endmodule
==> qor.txt <==
Cell type with the largest total area: xnor3_1
Floorplan Utilization: 0.199
Startpoint Class: input port
Maximum fanout along the worst path: 1
Crit path time final: 1.09 ns
Final Non-Filler Cells: 182
Slew HR: 0.901
Hold_ws: 0.699 ns
GRT Util Overall: 0.0803
Sequential share of power: 0
Average vias per placed instance: 3.82
Maximum number of pins on one net before global-route repair: 5
Number of placement rows: 21
Post-placement cell count: 178
CP arrival: 0.89 ns
Commonest non-fill, non-tap cell in the layout: buf_6
Max-Cap Viols: 0
Worst Setup End Kind: output pin
Register Area: 0 um^2
Area leader share: 0.529
Setup ws final: -0.0890 ns
Layout cells sized above 1: 0.647
Hold Path Sink: output_text[22]
# fillers: 330
Static Leak: 0.875 nW
Core Region: 3420 um^2
Failing checks: setup timing
Sw power: 0.000194 W
Total gr overflow: 0
Placer Congestion: 0.794
Clk pwr share: 0
Worst VDD drop: 0.164 mV
Post-synth cell types: 4
Slew @ Worst Pin: 0.148 ns
Top cells by area: xnor3_1, xor2_1, buf_4, nand2_1
Hold crit path type: in2out
Ys cells: 64
Mapped Area: 681 um^2
Drt wl/cell: 14.5 um
Top cells excl fill/tap: buf_6, buf_2, xnor3_1
Layout Utilization: 0.441
Cell internal pwr: 0.000524 W
Yosys chip area: 681 um^2
Switching Share: 0.271
Count of tool warnings: 34
Pwr Density: 476 nW/um^2
Flop Count: 0
Cells after Synth: 64
First-pass GRT wire length: 4170 um
CP Data Required Time: 0.80 ns
Post-CTS Hold Buffers: 0
Diode count: 0
Initial antenna violation count: 0
Final Cycle Share: 1.09
Register share after synthesis: 0
WL final: 2640 um
Setup CP Type: in2out
DRC violations left: 0
Die Ht: 80 um
HPWL Detailed: 2320 um
Slew Viols, Final: 0
Synth-to-Final Area Change: 122%
Yosys Warn Count: 0
DR iter-0 viols: 6
Fmax: 0.918 GHz
Final Hold Fails: 0
Via count: 695
PortBufs: 80
ANT nets after route: 0
Combinational power share: 1.000
Setup Viol. Count Final: 8
Avg Cell Area, Syn: 10.6 um^2
Io pins: 80
Die width: 80 um
Status: complete, but fails checks
HP Start: input_text[6]
Initial DRT Pass Iterations: 2
Setup TNS: -0.589 ns
RSZ-0062 raised after global routing: true
Vias in the first global route: 814
Chip area: 6400 um^2
Clock buf count: 0
Hold path depth: 2
how the worst max path moves through the flow:
stage / from / to / slack (ns)
finish: input_text[27] / output_text[11] / -0.09
global route: input_text[11] / output_text[12] / -0.12
CTS: round_key[9] / output_text[9] / -0.17
metal layers:
metal / part of all wire / track usage / vias to the layer above
met5: 0 / 0 / -
met4: 0 / 0 / 0
met3: 0.14 / 0.0352 / 0
met2: 0.46 / 0.131 / 50
met1: 0.40 / 0.103 / 308
li1: - / - / 337
cell usage after synthesis:
master,instances
xor2_1,16
buf_4,16
nand2_1,16
xnor3_1,16
logic make-up (layout without fill, tap and decap cells):
kind of cell	Yosys count	after routing	share of synthesized area
buffers and inverters	16	88	0.176
AND/OR/NAND/NOR	16	16	0.0882
XOR/XNOR	32	32	0.735
layout make-up:
type / count / area (um^2) / area share
tap: 46 / 57.6 / 0.0382
multi-input combinational: 48 / 651 / 0.432
timing repair buffer: 88 / 800 / 0.530
through the flow:
step	cell area, um^2	setup slack [ns]	total power [W]
3_3_place_gp	1450	-0.874	0.000822
5_1_grt	1510	-0.124	0.000783
3_5_place_dp	1450	-0.863	0.000820
6_report	1510	-0.0890	0.000718
4_1_cts	1420	-0.173	0.000718
2_1_floorplan	681	0.270	0.000265
timing repair:
item,in CTS,in global routing
gates resized,273,31
setup endpoints to repair,32,16
pin swaps,26,9
buffers inserted,4,0
worst max-delay path, stage by stage:
cell and delay (ns):
dlygate4sd2_1 0.23, xnor3_1 0.33, buf_2 0.13
power by group through the flow:
stage	Sequential (W)	Combinational [W]	Clock [W]
6_report	0	0.000718	0
5_1_grt	0	0.000783	0
4_1_cts	0	0.000718	0
Power and IR drop assume default switching activity.
